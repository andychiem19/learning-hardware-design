==> design/flow/design.v <==
module counter(
  input wire 		clock,
  input wire 		reset,
  input wire 		enable,
  output reg [3:0] 	counter_out
);
  always @(posedge clock) begin: COUNTER
      if (reset == 1'b1) begin
        counter_out <= 4'b0000;
      end
      else if (enable == 1'b1) begin
        counter_out <= counter_out + 1;
      end
    end
endmodule
==> design/flow/run.sh <==
#!/bin/bash
# OpenROAD 26Q1-2900-gdf79404cd8, Yosys 0.63+post, stock flow scripts
make -C /OpenROAD-flow-scripts/flow DESIGN_CONFIG=/design/flow/config.mk WORK_HOME=/design/flow/orfs finish
==> design/flow/config.mk <==
export PLATFORM = sky130hd
export DESIGN_NAME = counter
export DESIGN_NICKNAME = counter
export VERILOG_FILES = /design/flow/design.v
export SDC_FILE = /design/flow/constraint.sdc
export NUM_CORES = 4
export LEC_CHECK = 1
export CORE_AREA = 10 10 70 70
export DIE_AREA = 0 0 80 80
==> design/flow/constraint.sdc <==
current_design counter

set clk_period 1.3
set clk_io_pct 0.2

create_clock -name clk0 -period $clk_period [get_ports {clock}]

set non_clock_inputs [all_inputs -no_clocks]
set_input_delay [expr $clk_period * $clk_io_pct] -clock clk0 $non_clock_inputs
set_output_delay [expr $clk_period * $clk_io_pct] -clock clk0 [all_outputs]
==> results.tsv <==
metric	value	unit
Switch Pwr	0.07143	mW
violation count after the first detailed-routing iteration	8	
compound-cell area share of the yosys netlist	0.08392	
top post-synthesis cells by count	4 x dfxtp_1, 3 x nor2_1	
fin worst setup slack	0.2300	ns
vias per inst	2.135	
Slew HR	0.9067	
Clock Root Buffer	clkbuf_4	
fin crit share	0.8231	
ys async rst share	0	
count of final setup violators	0	
Worst-path clk slew	0.04	ns
worst hold start	counter_out[2]	
crit path time final	1.070	ns
total gr overflow	0	
Yosys Chip Area	178.9	um2
Pleak	0.1645	nW
Vias	158	
adder share	0.06993	
DP HPWL	400.9	um
status	finished, final reports clean	
fraction of power spent switching nets	0.2128	
Netlist cell types	11	
H-tree Lvls	1	
biggest regs	counter_out (4)	
clk sinks	4	
Commonest flop	dfxtp_1	
Syn-to-layout area delta	93.01	%
ys cells	16	
combinational fraction of design power	0.140	
Placed Cells	71	
max incr delay on CP	0.32	ns
dpl ws	0.004872	ns
largest net degree at the start of global routing	5	
WP data required	1.04	ns
# diodes	0	
crit path kind	flip-flop to output port	
Critical Path Start	counter_out[2]	
DRC	0	
Die ar.	6400	um2
Mean Syn Cell Area	11.18	um2
yosys xor share	0.04895	
Die Ht	80	um
FP Util	0.05238	
CP bufs+invs	1	
initial antenna violation count	0	
GRT Util Overall	0.01551	
ANT nets after route	0	
Wirelength per Cell	6.622	um
sequential share of power	0.409	
Num CTS Buffers	3	
Die Wd	80	um
Setup crit end kind	output port	
RSZ-0062 raised after global routing	false	
Yosys reg bits	4	
Comb area	98.84	um2
Worst Max-Slew Pin Slew	0.1360	ns
Pint	0.2643	mW
Top cell area share	0.4476	
clock power share	0.451	
non-filler cells, final	74	
Max FO, Critical Path	4	
R2R Path Start	counter_out[0]	
first-pass GRT wire length	662	um
drt first pass iters	3	
GPL Wtd Cong	0.6649	
CORE AREA	3416	um2
Highest Clock Rate	934.6	MHz
mux frac, synth	0.1399	
crit path cell chain	dlygate4sd2_1	
Final Hold Viols	0	
critical path arrival	0.81	ns
port bufs	6	
buffer levels on the longest clock path	2	
leading area contributor after synthesis	dfxtp_1	
P per Cell Area	972.1	nW/um2
Largest logic family	simple AND/OR/NAND/NOR gates	
final WL	490	um
Clock Latency Late Sink	0.23	ns
post-synthesis instance area	178.9	um2
Ys Warns	1	
register name with the most flops	counter_out	
Synth Area in Simple Gates	0.2098	
CTS tree	yes	
layout cells sized above 1	0.4643	
Total Neg Setup Slack	0	ns
max-slew violations	0	
max reg flops	4	
row count	21	
Worst VDD drop	0.0002984	V
top cells, area	dfxtp_1 45%, mux2_4 8.4%, ha_1 7.0%	
hold_buf cts	0	
OpenROAD warnings	25	
slowest CP cell	dfxtp_2	
Worst setup SP type	flip-flop	
vias in the first global route	125	
Mapped Cells	16	
max capacitance violation total	0	
flip-flops with a built-in enable	0	
most numerous cell in the Yosys netlist	dfxtp_1	
Hold WC Path Type	flip-flop to flip-flop	
sequential fraction of the synthesis area	0.4476	
post-layout total power	0.3357	mW
I/O pin count	7	
Clock Skew	0.0004851	ns
FF+latch area	85.08	um2
Fill cells	402	
Worst path top cell family by delay	flip-flops	
==> layout make-up <==
| class | count | share of cell area |
|---|---|---|
| clock buffers | 3 | 0.06522 |
| multi-input cells | 12 | 0.2862 |
| flip-flops and latches | 4 | 0.2464 |
| well taps | 46 | 0.1667 |
| repair buffers | 9 | 0.2355 |
==> kinds of logic (layout without fill, tap and decap cells) <==
group	Yosys count	count (layout)
multiplexers	2	2
adder cells (fa/ha/maj)	1	1
AND/OR/NAND/NOR	6	6
buffers and inverters	0	12
flip-flops	4	4
AND-OR/OR-AND	2	2
XOR/XNOR	1	1
==> power by group through the flow <==
stage                 Sequential, mW  Clock, mW  Combinational (mW)
final                          0.137      0.152              0.0470
after global routing           0.138      0.170              0.0517
after CTS                      0.138      0.159              0.0496
==> path summary, 6_finish.rpt <==
check                    to  slack [ns]  cells after the start
min          counter_out[2]        0.54                      2
max          counter_out[2]        0.23                      1
max reg2reg  counter_out[2]        0.26                      4
min reg2reg  counter_out[2]        0.54                      2
==> routing by layer <==
layer  vias to the layer above  track usage  wire (um)
met5                         -            0          0
met4                         0     0.003521          6
met3                         2      0.02273         81
met2                         8      0.01204        162
met1                        67      0.01993        240
li1                         81            -          -
==> layout by cell type, fill, tap and decap left out <==
| cell type | n |
|---|---|
| dfxtp_2 | 4 |
| nor2_1 | 3 |
| clkbuf_4 | 3 |
| dlygate4sd2_1 | 3 |
| buf_4 | 3 |
| clkdlybuf4s50_1 | 2 |
| mux2i_1 | 1 |
| xnor2_1 | 1 |
| a21bo_2 | 1 |
| nand3b_1 | 1 |
| a21oi_1 | 1 |
| nor2b_1 | 1 |
| nand4_2 | 1 |
| mux2_4 | 1 |
| ha_1 | 1 |
| dlymetal6s2s_1 | 1 |
==> repair_timing <==
item,CTS,global route
buffers inserted,0,0
gates cloned,0,0
setup endpoints to repair,4,1
gates resized,7,1
==> metrics by stage <==
| step | instance area (um2) | hold slack, ns | util |
|---|---|---|---|
| 2_1_floorplan | 178.9 | 0.3291 | - |
| 3_3_place_gp | 319.1 | 0.5477 | 0.09341 |
| 3_5_place_dp | 319.1 | 0.5712 | 0.09341 |
| 4_1_cts | 342.8 | 0.5376 | 0.1004 |
| 5_1_grt | 345.3 | 0.5559 | 0.1011 |
| 6_report | 345.3 | 0.5370 | 0.1011 |
Power and IR drop assume default switching activity.
